### ./run.sh
#!/bin/bash
# OpenROAD 26Q1-2900-gdf79404cd8, Yosys 0.63+post, stock flow scripts
make -C /OpenROAD-flow-scripts/flow DESIGN_CONFIG=/design/flow/config.mk WORK_HOME=/design/flow/orfs finish
### ./config.mk
export PLATFORM = sky130hd
export DESIGN_NAME = addALU
export DESIGN_NICKNAME = addALU
export VERILOG_FILES = /design/flow/design.v
export SDC_FILE = /design/flow/constraint.sdc
export NUM_CORES = 4
export LEC_CHECK = 1
export CORE_AREA = 10 10 70 70
export DIE_AREA = 0 0 80 80
### ./constraint.sdc
current_design addALU

set clk_period 13.2
set clk_io_pct 0.2

create_clock -name clk0 -period $clk_period

set non_clock_inputs [all_inputs -no_clocks]
set_input_delay [expr $clk_period * $clk_io_pct] -clock clk0 $non_clock_inputs
set_output_delay [expr $clk_period * $clk_io_pct] -clock clk0 [all_outputs]
### ./design.v
module ALU(A,B,aluControlInput,bcond,aluResult);
	input [15:0]A;
	input [15:0]B;
	input [3:0]aluControlInput;
	output [15:0]aluResult;					   
	output bcond;
reg [15:0]aluResult;
reg bcond;
always @(A,B,aluControlInput) begin
bcond = 0;
case(aluControlInput)
	4'b0000: aluResult <= A+B;	
	4'b0001: aluResult <= A-B;
	4'b0010: aluResult <= A&B;
	4'b0011: aluResult <= A|B;
	4'b0100: aluResult <= ~A;
	4'b0101: aluResult <= ~A+1;
	4'b0110: aluResult <= {A[14:0],1'b0};
	4'b0111: aluResult <= {A[15],A[15:1]};
	4'b1000: aluResult <= A+B;
	4'b1001: aluResult <= A|{8'h00,B[7:0]};
	4'b1010: aluResult <= {B[7:0],8'h00};
	4'b1011: aluResult <= A+B;
	4'b1100: bcond <= (A!=B);
	4'b1101: bcond <= (A==B);
	4'b1110: bcond <= ((A[16-1]==1'b0)&&(A>0));
	4'b1111: bcond <= (A[16-1]==1'b1);
 	default: ;
endcase
end
endmodule
module addALU(A,B,C);
	input [15:0]A;
	input [15:0]B;
	output [15:0]C;		
	assign C = A+B;
endmodule
module addStateALU(A,B,C);
	input [3:0]A;
	input [3:0]B;
	output [3:0]C;		
	assign C = A+B;
endmodule
==> impl_metrics.toml <==
# synthesis and place-and-route metrics
[global_route]
antenna_found_initial = 0
grt_first_pass_wirelength_um = 4060
grt_max_degree = 7
grt_pass1_vias = 913
grt_usage_pct = 7.38
grt-ovfl-total = 0

[final_timing]
fin_tns_setup_ns = 0
finalSetupViolCount = 0
report.final.hold_viol_count = 0
max-slew-margin-rel_pct = 68.8
rsz0062_at_grt = "false"
fin_crit_ns = 7.92
fmax_ghz = 0.126
slew_violations = 0
fin_crit_sh_pct = 60.0
worst_pin_slew_ns = 0.463

[drt]
routed_wirelength_um = 2400
diodes = 0
drt_iter0_markers = 39
dr_total_vias = 894
post-route-drc-count = 0
viasPerCell = 4.66
ant_nets = 0
firstDrtPassIters = 4
wire_per_inst_um = 12.5

[finish]
layout_top_cells = "clkdlybuf4s50_1 (48), a21oi_1 (17), ha_1 (15), xnor2_1 (10), nand2_1 (9)"
num-clock-buffers = 0
drive_above_1_share_pct = 2.74
stdcell_area_sq_um = 1260
flop-count = 0
final_common_cell = "clkdlybuf4s50_1"
regArea_sq_um = 0
synthToLayoutAreaGrowth_pct = 74.3

[synth]
synth-warning-count = 0
ys_types = 27
synth.cell_area_sq_um = 724
yosys_area_sq_um = 724
seq_area_frac_synth_pct = 0
largest_area_cell = "ha_1"
syn_avg_cell_area_sq_um = 7.39
yosys-stat-cells = 98
top_cell_area_share_pct = 25.9
topCellsByArea = "ha_1 (26%), xnor2_1 (12%), a21oi_1 (12%), xor2_1 (6.0%), o21ai_0 (5.5%)"
netlist_instances = 98

[hold_path]
min_from = "B[0]"
whs_endpoint = "C[0]"
holdCritPathClass = "input pin to output port"
whs_path_depth = 3

[flow_run]
warnings = 32
cap_violations = 0

[critical_path]
cpMostUsedCell = "clkdlybuf4s50_1"
endpoint_kind = "output port"
critPathRequiredTime_ns = 10.56
worstPathCellList = "clkdlybuf4s50_1, ha_1, fa_1, a21o_2, a311oi_2, o21ai_0, a311oi_1, nor3_1, clkdlybuf4s50_1"
critPathKind = "input pin to output port"
slowest_stage = "clkdlybuf4s50_1"
critPathMaxStageDelay_ns = 0.44
arrival_ns = 5.28
startpoint = "A[0]"
path_buffers = 2
worst-path-max-fanout = 3
crit_family = "AND-OR/OR-AND gates"
crit_path_start_kind = "input pin"

[placement]
dpl_cell_area_sq_um = 1260
gp_congestion = 0.850
hpwlAfterDp_um = 2200
io_buffers = 48

[clock_network]
post_cts_buffers = 0
ctsResizeCount = 0
hold_buffers = 0

[power_and_ir_drop]
total_power_mw = 0.0636
vdd_drop_max_v = 0.0000143
power_leakage_nw = 0.501
powerDensity_nw_per_um2 = 50.4

[die]
design.core.area_sq_um = 3420
die_area_sq_um = 6400
fp_util_pct = 21.2
fp.dieH_um = 80
row_count = 21
ioPinCount = 48
chipWidth_um = 80

[status]
status = "completed"
## layout make-up
class                           count  area, sq um
Inverter                            3         11.3
Fill cell                         352         2150
Tap cell                           46         57.6
Multi-Input combinational cell     95          713
Timing Repair Buffer               48          480
## how the worst max path moves through the flow
stage	slack, ns	endpoint	depth (start not counted)
CTS	5.26	C[12]	9
global route	5.06	C[10]	9
finish	5.28	C[10]	9
## kinds of logic (layout without fill, tap and decap cells)
| kind of cell | after synthesis | in the layout | synth area share, % |
|---|---|---|---|
| compound gates | 40 | 40 | 35.2 |
| xor+xnor | 15 | 15 | 18.1 |
| fa+ha+maj | 16 | 16 | 28.7 |
| buf+inv | 3 | 51 | 1.55 |
| mux | 1 | 1 | 1.38 |
| simple gates | 23 | 23 | 15.0 |
## Yosys cell counts
library cell   n
a31oi_1        1
a211oi_1       1
nand2_1        9
nand3_1        4
o21ai_0        8
xnor2_1       10
or2_2          1
nor3_1         3
fa_1           1
o41ai_2        1
mux2i_1        1
a211o_1        1
a21o_1         2
ha_1          15
and3_1         1
xor2_1         5
o22ai_1        1
nor3b_1        1
a21oi_1       17
a21o_2         1
nor2_1         2
nor2b_1        2
o21bai_1       2
a311oi_2       1
o211ai_1       3
a311oi_1       1
inv_1          3
## metal layers
layer	vias to the layer above	global-route usage, %	wire, um
li1	468	-	-
met1	394	9.87	1090
met2	32	12.3	1090
met3	0	1.93	223
met4	0	0	0
met5	-	0	0
## stage by stage
stage / setup WS, ns / utilization (%) / instances / hold WS [ns]
after floorplan: 6.31 / - / 98 / 5.35
after global placement: 5.25 / 37.0 / 192 / 6.32
after detailed placement: 5.27 / 37.0 / 192 / 6.31
after CTS: 5.26 / 37.0 / 192 / 6.32
after global routing: 5.06 / 37.0 / 192 / 6.37
final: 5.28 / 37.0 / 192 / 6.31
## worst min-delay path: stages
cell and delay [ns]:
clkdlybuf4s50_1 0.46, ha_1 0.11, clkdlybuf4s50_1 0.46
## where the power goes
group          switching (mW)  total (mW)  leakage (nW)  internal (mW)
Clock                       0           0             0              0
Sequential                  0           0             0              0
Combinational          0.0232      0.0636         0.501         0.0404
Total                  0.0232      0.0636         0.501         0.0404
Power figures rest on the tool's default switching activity, not on a simulated workload.
